===== flow/run.sh =====
#!/bin/bash
# OpenROAD 26Q1-2900-gdf79404cd8, Yosys 0.63+post, stock flow scripts
make -C /OpenROAD-flow-scripts/flow DESIGN_CONFIG=/design/flow/config.mk WORK_HOME=/design/flow/orfs finish

===== flow/config.mk =====
export PLATFORM = sky130hd
export DESIGN_NAME = tik_tac_toe
export DESIGN_NICKNAME = tik_tac_toe
export VERILOG_FILES = /design/flow/design.v
export SDC_FILE = /design/flow/constraint.sdc
export NUM_CORES = 4
export LEC_CHECK = 1
export CORE_UTILIZATION = 40

===== flow/constraint.sdc =====
current_design tik_tac_toe

set clk_period 3.2
set clk_io_pct 0.2

create_clock -name clk0 -period $clk_period [get_ports {clk}]

set non_clock_inputs [all_inputs -no_clocks]
set_input_delay [expr $clk_period * $clk_io_pct] -clock clk0 $non_clock_inputs
set_output_delay [expr $clk_period * $clk_io_pct] -clock clk0 [all_outputs]

===== flow/design.v =====
`timescale 1ns / 1ps
module fsm_turns(
    input clk,
    input reset,
    input p1,
    input p2,
    input move_check,
    input no_space,
    input winner,
    output reg p1_en,
    output reg p2_en
    );
    localparam IDLE = 2'b00, 
               Player1 = 2'b01,
               Player2 = 2'b10,
               GAME_OVER = 2'b11;
    reg [1:0]current_state, next_state; 
    always @(posedge clk, posedge reset) begin
        if (reset)
            current_state <= IDLE; 
        else
            current_state <= next_state; 
    end
    always @(*) begin 
        case(current_state)
        IDLE: begin
            if (reset == 1'b0 && p1 == 1'b1) begin
                next_state <= Player1;
            end
            else begin 
                next_state <= IDLE;
            end
            p1_en <= 1'b0;
            p2_en <= 1'b0; 
        end 
        Player1: begin 
            p1_en <= 1'b1;
            p2_en <= 1'b0; 
            if (move_check == 1'b0) begin 
                next_state <= Player2; 
            end
            else begin 
                next_state <= IDLE; 
            end
        end
        Player2: begin 
            p1_en <= 1'b0;
            p2_en <= 1'b1; 
            if (move_check == 1'b1) begin 
                next_state <= Player2; 
            end
            else if (winner == 1'b0 && no_space == 1'b0) begin
                next_state <= IDLE;
            end
            else if (no_space || winner) begin
                next_state <= GAME_OVER;
                p2_en <= 1'b1; 
            end     
        end
        GAME_OVER: begin
            p1_en <= 1'b0;
            p2_en <= 1'b0;
            if (reset) 
                next_state <= IDLE; 
            else
                next_state <= GAME_OVER; 
        end
        default: next_state <= IDLE;
        endcase   
    end
endmodule
`timescale 1ns / 1ps
module illegal_move_detect(
    input [1:0] pos1,
    input [1:0] pos2,
    input [1:0] pos3,
    input [1:0] pos4,
    input [1:0] pos5,
    input [1:0] pos6,
    input [1:0] pos7,
    input [1:0] pos8,
    input [1:0] pos9,
    input [8:0] PL1_en,
    input [8:0] PL2_en,
    output wire illegal_move
    );
    wire temp1, temp2, temp3, temp4, temp5, temp6, temp7, temp8, temp9; 
    wire temp10, temp11, temp12, temp13, temp14, thep15, temp16, temp17, temp18; 
    wire temp19, temp20;
    assign temp1 = (pos1[1] | pos1[0]) & PL1_en[0]; 
    assign temp2 = (pos2[1] | pos2[0]) & PL1_en[1]; 
    assign temp3 = (pos3[1] | pos3[0]) & PL1_en[2]; 
    assign temp4 = (pos4[1] | pos4[0]) & PL1_en[3]; 
    assign temp5 = (pos5[1] | pos5[0]) & PL1_en[4]; 
    assign temp6 = (pos6[1] | pos6[0]) & PL1_en[5]; 
    assign temp7 = (pos7[1] | pos7[0]) & PL1_en[6]; 
    assign temp8 = (pos8[1] | pos8[0]) & PL1_en[7]; 
    assign temp9 = (pos9[1] | pos9[0]) & PL1_en[8]; 
    assign temp10 = (pos1[1] | pos1[0]) & PL2_en[0]; 
    assign temp11 = (pos2[1] | pos2[0]) & PL2_en[1]; 
    assign temp12 = (pos3[1] | pos3[0]) & PL2_en[2]; 
    assign temp13 = (pos4[1] | pos4[0]) & PL2_en[3]; 
    assign temp14 = (pos5[1] | pos5[0]) & PL2_en[4]; 
    assign temp15 = (pos6[1] | pos6[0]) & PL2_en[5]; 
    assign temp16 = (pos7[1] | pos7[0]) & PL2_en[6]; 
    assign temp17 = (pos8[1] | pos8[0]) & PL2_en[7]; 
    assign temp18 = (pos9[1] | pos9[0]) & PL2_en[8]; 
    assign temp19 = (temp1 | temp2 | temp3 | temp4 | temp5 | temp6 | temp7 | temp8 | temp9);
    assign temp20 = (temp10 | temp11 | temp12 | temp13 | temp14 | temp15 | temp16 | temp17 | temp18);
    assign illegal_move = temp19 | temp20; 
endmodule
`timescale 1ns / 1ps
module noSpace_detect(
    input [1:0] pos1,
    input [1:0] pos2,
    input [1:0] pos3,
    input [1:0] pos4,
    input [1:0] pos5,
    input [1:0] pos6,
    input [1:0] pos7,
    input [1:0] pos8,
    input [1:0] pos9,
    output wire no_space
    );
    wire temp1, temp2, temp3, temp4, temp5, temp6, temp7, temp8,temp9;
    assign temp1 = pos1[1] | pos1[0];
    assign temp2 = pos2[1] | pos2[0];
    assign temp3 = pos3[1] | pos3[0];
    assign temp4 = pos4[1] | pos4[0];
    assign temp5 = pos5[1] | pos5[0];
    assign temp6 = pos6[1] | pos6[0];
    assign temp7 = pos7[1] | pos7[0];
    assign temp8 = pos8[1] | pos8[0];
    assign temp9 = pos9[1] | pos9[0];
    assign no_space = (temp1 & temp2 & temp3 & temp4 & temp5 & temp6 & temp7 & temp8 & temp9); 
endmodule
`timescale 1ns / 1ps
module position_dec(
    input [3:0] in,
    input enable,
    output wire [8:0] out_en
    );
    reg[8:0] temp1; 
    assign out_en = (enable) ? temp1:16'd0;
    always @(*) begin
        case(in) 
            4'd0: temp1 <= 9'b000000001; 
            4'd1: temp1 <= 9'b000000010;
            4'd2: temp1 <= 9'b000000100; 
            4'd3: temp1 <= 9'b000001000;
            4'd4: temp1 <= 9'b000010000; 
            4'd5: temp1 <= 9'b000100000;
            4'd6: temp1 <= 9'b001000000; 
            4'd7: temp1 <= 9'b010000000;
            4'd8: temp1 <= 9'b100000000; 
            default: temp1 <= 9'b000000001; 
        endcase
    end
endmodule
`timescale 1ns / 1ps
module position_tracker(
    input clk,
    input reset,
    input move_check, 
    input [8:0] p1_en,
    input [8:0] p2_en,
    output reg[1:0] pos0,  
    output reg[1:0] pos1,
    output reg[1:0] pos2,
    output reg[1:0] pos3,
    output reg[1:0] pos4,
    output reg[1:0] pos5,
    output reg[1:0] pos6,
    output reg[1:0] pos7,
    output reg[1:0] pos8,
    output reg[1:0] place0,  
    output reg[1:0] place1,
    output reg[1:0] place2,
    output reg[1:0] place3,
    output reg[1:0] place4,
    output reg[1:0] place5,
    output reg[1:0] place6,
    output reg[1:0] place7,
    output reg[1:0] place8
    );
    always @ (posedge clk, posedge reset) begin 
        if (reset) begin
            pos0 <= 2'b11;
            pos1 <= 2'b11;
            pos2 <= 2'b11;
            pos3 <= 2'b11;
            pos4 <= 2'b11;
            pos5 <= 2'b11;
            pos6 <= 2'b11;
            pos7 <= 2'b11;
            pos8 <= 2'b11;
            place0 <= 2'b00;
            place1 <= 2'b00;
            place2 <= 2'b00;
            place3 <= 2'b00;
            place4 <= 2'b00;
            place5 <= 2'b00;
            place6 <= 2'b00;
            place7 <= 2'b00;
            place8 <= 2'b00;
        end
        else if (move_check) begin 
            pos0 <= pos0;
            pos1 <= pos1;
            pos2 <= pos2;
            pos3 <= pos3;
            pos4 <= pos4;
            pos5 <= pos5;
            pos6 <= pos6;
            pos7 <= pos7;
            pos8 <= pos8;
            place0 <= place0;
            place1 <= place1;
            place2 <= place2;
            place3 <= place3;
            place4 <= place4;
            place5 <= place5;
            place6 <= place6;
            place7 <= place7;
            place8 <= place8;          
        end
        else if (p1_en[0] == 1'b1) begin 
            pos0 <= 2'b01;  
            place0 <= 2'b01; 
        end
        else if (p2_en[0] == 1'b1) begin 
            pos0 <= 2'b10;  
            place0 <= 2'b10; 
        end
        else if (p1_en[1] == 1'b1) begin 
            pos1 <= 2'b01;
            place1 <= 2'b01; 
        end
        else if (p2_en[1] == 1'b1) begin 
            pos1 <= 2'b10;
            place1 <= 2'b10; 
        end
        else if (p1_en[2] == 1'b1) begin 
            pos2 <= 2'b01;
            place2 <= 2'b01; 
        end
        else if (p2_en[2] == 1'b1) begin 
            pos2 <= 2'b10;
            place2 <= 2'b10; 
        end
        else if (p1_en[3] == 1'b1) begin 
            pos3 <= 2'b01;
            place3 <= 2'b01; 
        end
        else if (p2_en[3] == 1'b1) begin 
            pos3 <= 2'b10;
            place3 <= 2'b10; 
        end
        else if (p1_en[4] == 1'b1) begin 
            pos4 <= 2'b01;
            place4 <= 2'b01; 
        end
        else if (p2_en[4] == 1'b1) begin 
            pos4 <= 2'b10;
            place4 <= 2'b10; 
        end
        else if (p1_en[5] == 1'b1) begin 
            pos5 <= 2'b01;
            place5 <= 2'b01; 
        end
        else if (p2_en[5] == 1'b1) begin 
            pos5 <= 2'b10;
            place5 <= 2'b10; 
        end
         else if (p1_en[6] == 1'b1) begin 
            pos6 <= 2'b01;
            place6 <= 2'b01; 
        end
        else if (p2_en[6] == 1'b1) begin 
            pos6 <= 2'b10;
            place6 <= 2'b10; 
        end
        else if (p1_en[7] == 1'b1) begin 
            pos7 <= 2'b01;
            place7 <= 2'b01; 
        end
        else if (p2_en[7] == 1'b1) begin 
            pos7 <= 2'b10;
            place7 <= 2'b10; 
        end
        else if (p1_en[8] == 1'b1) begin 
            pos8 <= 2'b01;
            place8 <= 2'b01; 
        end
        else if (p2_en[8] == 1'b1) begin 
            pos8 <= 2'b10;
            place8 <= 2'b10; 
        end
        else begin 
            pos0 <= pos0;
            pos1 <= pos1;
            pos2 <= pos2;
            pos3 <= pos3;
            pos4 <= pos4;
            pos5 <= pos5;
            pos6 <= pos6;
            pos7 <= pos7;
            pos8 <= pos8;
            place0 <= place0;
            place1 <= place1;
            place2 <= place2;
            place3 <= place3;
            place4 <= place4;
            place5 <= place5;
            place6 <= place6;
            place7 <= place7;
            place8 <= place8; 
        end 
 end
endmodule
`timescale 1ns / 1ps
module tik_tac_toe(
    input clk,
    input reset,
    input p1,  
    input p2,  
    input [3:0] p1_pos,
    input [3:0] p2_pos,
    output [1:0] pos0,
    output [1:0] pos1,
    output [1:0] pos2,
    output [1:0] pos3,
    output [1:0] pos4,
    output [1:0] pos5,
    output [1:0] pos6,
    output [1:0] pos7,
    output [1:0] pos8,
    output [1:0] winner
    );
    wire [8:0] p1_en;  
    wire [8:0] p2_en;  
    wire move_check;  
    wire win;   
    wire space;  
    wire p1_play; 
    wire p2_play; 
    wire [1:0] connect0, connect1, connect2, connect3, connect4, connect5, connect6, connect7, connect8;
    position_tracker pos_track(.clk(clk), .reset(reset), .move_check(move_check), .p1_en(p1_en[8:0]), .p2_en(p2_en[8:0]),
                               .pos0(pos0), .pos1(pos1), .pos2(pos2), .pos3(pos3), .pos4(pos4), .pos5(pos5), .pos6(pos6),
                               .pos7(pos7), .pos8(pos8), .place0(connect0), .place1(connect1), .place2(connect2),
                               .place3(connect3), .place4(connect4), .place5(connect5), .place6(connect6),
                               .place7(connect7), .place8(connect8));
   winner_detector whoWins(.pos1(connect0), .pos2(connect1), .pos3(connect2), .pos4(connect3), 
                           .pos5(connect4), .pos6(connect5), .pos7(connect6), .pos8(connect7), 
                            .pos9(connect8), .win(win), .who(winner));
   position_dec P1_pos_dec(.in(p1_pos), .enable(p1_play), .out_en(p1_en));
   position_dec P2_pos_dec(.in(p2_pos), .enable(p2_play), .out_en(p2_en));
   illegal_move_detect check_move(.pos1(connect0), .pos2(connect1), .pos3(connect2), .pos4(connect3), .pos5(connect4), 
                                  .pos6(connect5), .pos7(connect6), .pos8(connect7), .pos9(connect8), .PL1_en(p1_en [8:0]), 
                                   .PL2_en(p2_en [8:0]), .illegal_move(move_check) );
   noSpace_detect noSpace(.pos1(connect0), .pos2(connect1), .pos3(connect2), .pos4(connect3), .pos5(connect4), .pos6(connect5), .pos7(connect6),
                          .pos8(connect7), .pos9(connect8), .no_space(space) );
   fsm_turns turn_tracker(.clk(clk), .reset(reset), .p1(p1), .p2(p2), .move_check(move_check), .no_space(space), .winner(win), 
                          .p1_en(p1_play), .p2_en(p2_play) );
endmodule
`timescale 1ns / 1ps
module winner_detect(
    input [1:0] pos0,
    input [1:0] pos1,
    input [1:0] pos2,
    output wire winner,
    output wire [1:0] who
    );
    wire [1:0] temp0, temp1, temp2;
    wire temp3;
    assign temp0[1] = !(pos0[1] ^ pos1[1]);
    assign temp0[0] = !(pos0[0] ^ pos1[0]);
    assign temp1[1] = !(pos2[1] ^ pos1[1]); 
    assign temp1[0] = !(pos2[0] ^ pos1[0]);
    assign temp2[1] = temp0[1] & temp1[1];
    assign temp2[0] = temp0[0] & temp1[0]; 
    assign temp3 = pos0[1] | pos0[0]; 
    assign winner = temp3 & temp2[1] & temp2[0]; 
    assign who[1] = winner & pos0[1];
    assign who[0] = winner & pos0[0]; 
endmodule
`timescale 1ns / 1ps
module winner_detector(
    input [1:0] pos1,
    input [1:0] pos2,
    input [1:0] pos3,
    input [1:0] pos4,
    input [1:0] pos5,
    input [1:0] pos6,
    input [1:0] pos7,
    input [1:0] pos8,
    input [1:0] pos9,
    output wire win,
    output wire [1:0] who
    );
    wire win1, win2, win3, win4, win5, win6, win7, win8;
    wire [1:0] who1, who2, who3, who4, who5, who6, who7, who8;
    winner_detect row1(.pos0(pos1), .pos1(pos2), .pos2(pos3), .winner(win1), .who(who1)); 
    winner_detect row2(.pos0(pos4), .pos1(pos5), .pos2(pos6), .winner(win2), .who(who2)); 
    winner_detect row3(.pos0(pos7), .pos1(pos7), .pos2(pos9), .winner(win3), .who(who3)); 
    winner_detect col1(.pos0(pos1), .pos1(pos4), .pos2(pos7), .winner(win4), .who(who4)); 
    winner_detect col2(.pos0(pos2), .pos1(pos5), .pos2(pos8), .winner(win5), .who(who5)); 
    winner_detect col3(.pos0(pos3), .pos1(pos6), .pos2(pos9), .winner(win6), .who(who6)); 
    winner_detect Diagonal1(.pos0(pos1), .pos1(pos5), .pos2(pos9), .winner(win7), .who(who7)); 
    winner_detect Diagonal2(.pos0(pos3), .pos1(pos5), .pos2(pos6), .winner(win8), .who(who8)); 
    assign win = win1 | win2 | win3 | win4 | win5 | win6 | win7 | win8;
    assign who = who1 | who2 | who3 | who4 | who5 | who6 | who7 | who8;
endmodule

==> GITHUB_STEP_SUMMARY <==
### Flow metrics

| Metric | Value |
|---|---|
| Reg2Reg Depth | `8` |
| Layout Skew | `3.291 ps` |
| Pwr/cell area | `638.2 nW/µm²` |
| Die Wd | `76.64 µm` |
| Layout Cells excl Fill | `343` |
| Worst vdd ir | `355.5 µV` |
| Dominant cell area share | `22.46%` |
| Most common reg cell | `dfrtp_1` |
| Initial antenna violation count | `0` |
| Number of cells in Yosys stat | `239` |
| Worst Path Max Fanout | `10` |
| Grt ovf | `0` |
| Most area-hungry cell type in the Yosys netlist | `dfrtp_1` |
| Num ports | `32` |
| Port-buffer cells | `30` |
| Syn Area/Cell | `9.324 µm²` |
| Main area contributors | `dfrtp_1, dfstp_2, nor3_1` |
| Number of max-cap violations | `0` |
| Endpoints failing hold | `0` |
| CTS Buffer Depth | `2` |
| Postcts setup bufs | `0` |
| Clock root cell | `clkbuf_8` |
| DP Area | `2633 µm²` |
| Max Clk Rate | `333.1 MHz` |
| Die Y | `76.64 µm` |
| Area Growth Syn to Fin | `23.08%` |
| Via count | `1,836` |
| Worst flop-to-flop path startpoint | `pos_track.place0[1]` |
| DR iter-0 viols | `90` |
| Crit. Startpoint | `pos_track.place0[1]` |
| Global-route wire length before repair | `8.783 mm` |
| Routed WL | `5.203 mm` |
| Cell Area, Synth | `2228 µm²` |
| CTS tree | `built` |
| Chip area | `5874 µm²` |
| Endpoint type of the worst setup path | `output pin` |
| CTS buffer count | `5` |
| Slew HR | `52.86%` |
| DRC viols | `0` |
| Layout cell share with drive strength beyond 1 | `17.95%` |
| Worst path arrival time | `2360 ps` |
| Fin Setup TNS | `0 ps` |
| Vias per cell | `5.353` |
| Synth cell count leaders | `dfrtp_1, nor3_1, dfstp_2` |
| Worst Hold Depth | `2` |
| Clk latency of the worst-skew pair | `290 ps` |
| Worst Setup Path Type | `reg2out` |
| Total tool warning count | `26` |
| H-tree Lvls | `2` |
| Cts hold-fix bufs | `0` |
| Async SR Flop Fraction | `95.00%` |
| Synth cell types | `51` |
| Setup violations, final | `0` |
| Dpl hpwl | `3.861 mm` |
| Final period util | `93.83%` |
| Worst-margin pin slew | `706.3 ps` |
| Cells after Synth | `239` |
| Hold path endpoint | `pos_track.pos3[0]` |
| Hold crit path type | `reg2reg` |
| Ant. Diodes | `0` |
| Slew Limit Fails | `0` |
| Gr usage total | `19.57%` |
| Final Cell Area | `2743 µm²` |
| RSZ-0062 raised after global routing | `no` |
| Std cell rows | `26` |
| Hold Startpoint | `pos_track.pos3[0]` |
| Routed wire per std cell | `15.17 µm` |
| Most numerous cell in the Yosys netlist | `dfrtp_1` |
| Number of global-route vias before repair | `1,710` |
| Post-placement cell count | `335` |
| Fp util | `42.55%` |
| R2r endpoint | `turn_tracker.current_state[0]` |
| Largest net degree at the start of global routing | `24` |
| Clock slew at reported path FFs | `70 ps` |
| Core box area | `5238 µm²` |
| Startpoint types | `register` |
| Final Critical Period | `3002 ps` |
| Final Wtd Congestion | `0.8875` |
| Status | `completed` |
| Count of library flops with an enable pin | `0` |
| Endpoints left unconstrained | `2` |
| Register pins left without a clock | `2` |
| R2r setup slk | `630 ps` |
| Yosys warning tally | `4` |
| Antenna Nets Post-Route | `0` |
| Critical Path RT | `2560 ps` |
| Flops & latches, synth | `40` |
| P_leak | `1.100 nW` |
| Post-CTS sizing | `0` |
| Iteration count of the initial detailed-routing pass | `5` |
| YS chip area | `2228 µm²` |
## layout make-up
class	instances	area [µm²]
inverter	11	41.29
clock buffer	6	72.57
clock inverter	2	37.54
timing repair buffer	41	407.9
sequential	40	1003
fill	483	2495
multi-input combinational	173	1092
tap	70	87.58
## placed cells by master, fill, tap and decap left out, types with 3 or more instances in the layout
master and instances:
buf_4 9, o21ai_0 15, nand2_1 6, nand2b_1 12, o21a_1 7, nand3_1 7, and3_1 8, o22ai_1 4
clkbuf_8 5, inv_1 11, o22a_1 3, nor3_1 19, dfstp_2 18, a21oi_1 7, or3_1 10, nor2b_1 4
dfrtp_1 20, nor4_1 5, xnor2_1 3, or2_1 8, or2_2 4, nor3_2 5, clkdlybuf4s50_1 30, nor2_1 12
## power breakdown
| part | switching, mW | internal [mW] | total, mW |
|---|---|---|---|
| Combinational | 0.199 | 0.318 | 0.517 |
| Sequential | 0.179 | 0.653 | 0.833 |
| Clock | 0.168 | 0.232 | 0.401 |
## stage by stage
stage,setup WS (ps),hold WS [ps],power [mW],util (%)
floorplan,727.9,435.2,1.085,-
global placement,-60.28,457.0,1.354,50.26
detailed placement,-48.85,464.0,1.355,50.26
CTS,216.1,476.6,1.768,52.36
global route,9.607,499.4,1.882,52.36
finish,197.6,469.6,1.750,52.36
## routing by layer
metal / vias up / part of all wire, % / global-route usage (%)
met5: - / 0 / 0
met4: 0 / 2.0 / 2.308
met3: 10 / 6.6 / 2.920
met2: 60 / 44 / 29.55
met1: 845 / 48 / 31.71
li1: 921 / - / -
## worst max-delay path by stage
stage / end / cells past startpoint
after CTS: winner[0] / 6
after global routing: pos_track.pos1[0] / 9
final: winner[0] / 6
## kinds of logic after synthesis
family / Yosys count / share of synthesized area, %
XOR/XNOR: 3 / 1.179
flip-flops: 38 / 43.68
latches: 2 / 1.348
buffers and inverters: 27 / 6.120
other: 1 / 0.1683
AND-OR/OR-AND: 55 / 17.29
AND/OR/NAND/NOR: 113 / 30.21
## critical path, stage by stage, from the launching register on
cell,delay [ps]
dfrtp_1,510
and3_1,250
o22ai_1,160
a21boi_0,110
a311o_1,330
a211o_1,310
clkdlybuf4s50_1,400
Power is estimated from default activity; no workload was simulated.
